[flow/design.v]
module itof (
    input wire [31:0] x,
    output wire [31:0] y,
    input wire clk );
    wire [31:0] abs_x = x[31] ? (~x + 32'b1) : x;
    wire [4:0] m_shift;
    msb32 msb32_0 (
        .x(abs_x),
        .y(m_shift)
    );
    wire [31:0] m_unround = (abs_x << m_shift);
    wire [22:0] m = abs_x == 32'b0 ? 23'b0 : m_unround[30:8];
    wire [7:0] e = abs_x == 32'b0 ? 8'b0 : (8'd158 - {3'b0, m_shift});
    wire s = x[31];
    assign y = {s, e, m};
endmodule
module msb32 (
    input wire [31:0] x,
    output wire [4:0] y );
    function msb2 (input [1:0] in);
    begin
        msb2 = ~in[1];
    end
    endfunction
    function [1:0] msb4 (input [3:0] in);
    begin
        msb4 = |(in[3:2]) ? {1'b0, msb2(in[3:2])} : {1'b1, msb2(in[1:0])};
    end
    endfunction
    function [2:0] msb8 (input [7:0] in);
    begin
        msb8 = |(in[7:4]) ? {1'b0, msb4(in[7:4])} : {1'b1, msb4(in[3:0])};
    end
    endfunction
    function [3:0] msb16 (input [15:0] in);
    begin
        msb16 = |(in[15:8]) ? {1'b0, msb8(in[15:8])} : {1'b1, msb8(in[7:0])};
    end
    endfunction
    assign y = |(x[31:16]) ? {1'b0, msb16(x[31:16])} : {1'b1, msb16(x[15:0])};
endmodule
[flow/run.sh]
#!/bin/bash
# OpenROAD 26Q1-2900-gdf79404cd8, Yosys 0.63+post, stock flow scripts
make -C /OpenROAD-flow-scripts/flow DESIGN_CONFIG=/design/flow/config.mk WORK_HOME=/design/flow/orfs finish
[flow/config.mk]
export PLATFORM = sky130hd
export DESIGN_NAME = itof
export DESIGN_NICKNAME = itof
export VERILOG_FILES = /design/flow/design.v
export SDC_FILE = /design/flow/constraint.sdc
export NUM_CORES = 4
export LEC_CHECK = 1
export CORE_UTILIZATION = 40
[flow/constraint.sdc]
current_design itof

set clk_period 29.3
set clk_io_pct 0.2

create_clock -name clk0 -period $clk_period

set non_clock_inputs [all_inputs -no_clocks]
set_input_delay [expr $clk_period * $clk_io_pct] -clock clk0 $non_clock_inputs
set_output_delay [expr $clk_period * $clk_io_pct] -clock clk0 [all_outputs]
==> results.txt <==
Status - finished clean
I/O pin count - 65
Crit path launch - x[0]
Post-detail-place hpwl - 9.69 mm
Max_cap viols - 0
P_leak - 1.45 nW
Core box area - 8680 um^2
Setup slack after layout - 11.45 ns
Cell Area, Synth - 3560 um^2
Slew headroom - 53.7%
Antenna violations before repair - 0
DR vias/cell - 6.46
Drt first-iter violations - 285
Power, Total - 89.8 uW
Total Neg Setup Slack - 0 ns
Number of clock buffers in the layout - 0
CP endpoint kind - output port
Post_cts resized - 0
Final worst-path cycle share - 60.9%
Gr ovfl total - 0
Routed WL - 12.1 mm
Yosys cell types - 83
# diodes - 0
Fill cells - 916
Post-DRT Antenna Nets - 0
Post-CTS Setup Bufs - 0
Crit-path max cell delay - 0.70 ns
DR vias - 4,285
WP buf/inv - 5
Worst VDD drop - 0.00875 mV
CP Class - input pin to output port
Routability cong. - 0.999
Slowest cell on crit path - o311ai_1
IO Port Bufs - 64
Fp util - 41.0%
Worst Hold Endpoint - y[31]
Yosys Instances - 528
Hold buffer count at CTS - 0
Gate Count Post-Synth - 528
Fmax - 0.0560 GHz
Crit path max-delay family - simple AND/OR/NAND/NOR gates
Vias in the first global route - 3,814
Hold Crit Depth - 3
Routed len/inst - 18.3 um
Yosys warning count - 1
Pre-CTS WS - 11.60 ns
Pin count of the biggest net entering global routing - 55
Unrepaired setup endpoints after global routing - no
Layout cells sized above 1 - 10.6%
DR pass1 iterations - 5
Maximum fanout along the worst path - 22
Post-synthesis average cell area - 6.73 um^2
Critical Path, Cell by Cell - clkdlybuf4s50_1 > inv_1 > ha_1 > or4b_1 > nor4_2 > nand3_1 > o311ai_1 > and4_1 > a21oi_1 > buf_4 > or2_1 > buf_4 > mux2_4 > mux2_2 > o221ai_2 > a22oi_1 > a221o_1 > clkdlybuf4s50_1
Worst slew pin tran - 0.684 ns
Worst Path Required - 23.44 ns
Global-route wire length before repair - 19.3 mm
Seq. cell area - 0 um^2
Flop count - 0
Die extent in y - 96.3 um
PD cells - 21.6 nW/um^2
Worst Setup Start Kind - input pin
All-Layer GR Usage - 26.8%
Hold Crit Class - input pin to output port
Worst Path Arrival - 11.99 ns
Die area - 9270 um^2
Final setup viols - 0
FP Rows - 34
DRC - 0
Area grow syn2layout - 16.8%
Die width - 96.3 um
Max-slew violation count - 0
Tool warning count - 33
Chip area line of the yosys report - 3560 um^2
Synth Seq Share - 0%
Final Hold Vio Count - 0
HP Start - x[31]
Fin crit period - 17.85 ns
-- cells by family after synthesis --
group,count (synthesis),synth area share [%]
multiplexers,52,15.4
XOR/XNOR,35,8.62
AND-OR/OR-AND,175,36.9
adder cells (fa/ha/maj),1,0.352
AND/OR/NAND/NOR,205,30.2
buffers and inverters,60,8.48
-- cell type report --
class                      count  area (um^2)  area share, %
inverter                      13         48.8           1.18
multi-input combinational    468         3260           78.5
tap                          108          135           3.25
timing repair buffer          74          711           17.1
-- worst min-delay path, stage by stage --
cell and delay (ns):
buf_2 0.10, buf_4 0.29, clkdlybuf4s50_1 0.47
-- cells in the final DEF (no fill, tap or decap), types with 5 or more instances in the layout --
master and instances:
a211oi_1 9, a21oi_1 31, a22oi_1 7, and2_1 5, buf_4 10, clkdlybuf4s50_1 63, inv_1 12, mux2_2 12
mux2i_1 36, nand2_1 53, nand2b_1 8, nand3_1 15, nand4_1 10, nor2_1 42, nor3_1 14, nor4_1 11
o211ai_1 9, o21ai_0 31, o21ai_1 5, o221ai_1 5, o22ai_1 8, o31ai_1 7, or2_2 7, or3_1 6
or4_1 7, xnor2_1 20, xor2_1 15
-- power breakdown --
part	leakage [nW]	total [mW]	switching (mW)	internal, mW
combinational	1.45	0.0898	0.0463	0.0435
clock	0	0	0	0
sequential	0	0	0	0
-- Yosys cell counts, types with 9 or more instances --
master    instances  share of area (%)
a21oi_1          32                4.5
nor2_1           42                4.4
o21ai_0          31                4.4
nand3_1          15                2.1
clkbuf_1         27                2.9
a211oi_1          9                1.9
xnor2_1          20                4.9
nor3_1           14                2.0
xor2_1           15                3.7
nand2_1          53                5.6
nor4_1           11                1.9
o211ai_1          9                1.9
nand4_1          10                1.8
mux2_2           12                3.8
inv_1            12                1.3
mux2i_1          36                 10
-- how the worst max path moves through the flow --
stage / endpoint / slack, ns / depth (start not counted)
final: y[21] / 11.45 / 18
after CTS: y[21] / 11.55 / 18
after global routing: y[19] / 11.15 / 18
-- routing by layer --
layer	part of all wire, %	global-route usage (%)	vias to the layer above
met1	45	37.5	2005
met3	6.4	2.01	20
met5	0	0	-
li1	-	-	2096
met4	1.9	4.98	0
met2	47	45.4	164
-- stage by stage --
step / hold WS (ns) / std cells / utilization [%] / cell area, um^2
after floorplan: 11.79 / 528 / - / 3560
after global placement: 12.58 / 663 / 47.9 / 4150
after detailed placement: 12.57 / 663 / 47.9 / 4150
after CTS: 12.58 / 663 / 47.9 / 4150
after global routing: 12.62 / 663 / 47.9 / 4150
final: 12.58 / 663 / 47.9 / 4150
Power is estimated from default activity; no workload was simulated.
