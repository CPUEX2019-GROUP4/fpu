===== design.v =====
module ftoi (
    input wire [31:0] x,
    output wire [31:0] y,
    input wire clk );
    wire s = x[31];
    wire [7:0] e = x[30:23];
    wire [22:0] m = x[22:0];
    wire [7:0] e_unbised_8 = e - 8'd127;
    wire [4:0] e_unbised = e_unbised_8[4:0];
    wire [53:0] ext_abs_ans = ({31'b1, m} << e_unbised);
    wire [30:0] abs_ans = ext_abs_ans[53:23];
    wire [31:0] ans = s ? (~{1'b0, abs_ans} + 32'b1) : {1'b0, abs_ans};
    assign y =  
        e <= 8'd126
            ? 32'b0
            : (e >= 8'd158
                ? (s
                    ? {1'b1, {31{1'b0}}}
                    : {1'b0, {31{1'b1}}})
                : ans);
endmodule

===== run.sh =====
#!/bin/bash
# OpenROAD 26Q1-2900-gdf79404cd8, Yosys 0.63+post, stock flow scripts
make -C /OpenROAD-flow-scripts/flow DESIGN_CONFIG=/design/flow/config.mk WORK_HOME=/design/flow/orfs finish

===== config.mk =====
export PLATFORM = sky130hd
export DESIGN_NAME = ftoi
export DESIGN_NICKNAME = ftoi
export VERILOG_FILES = /design/flow/design.v
export SDC_FILE = /design/flow/constraint.sdc
export NUM_CORES = 4
export LEC_CHECK = 1
export CORE_UTILIZATION = 30

===== constraint.sdc =====
current_design ftoi

set clk_period 17.0
set clk_io_pct 0.2

create_clock -name clk0 -period $clk_period

set non_clock_inputs [all_inputs -no_clocks]
set_input_delay [expr $clk_period * $clk_io_pct] -clock clk0 $non_clock_inputs
set_output_delay [expr $clk_period * $clk_io_pct] -clock clk0 [all_outputs]

==> flow_summary.yaml <==
# physical design summary
finish:
  drive_above_1_share_pct: 12.4
  final.clkbuf_count: 0
  seq_area_um2: 0
  final_common_cell: "clkdlybuf4s50_1"
  fin_cells: 640
  most-common-layout-cells: "clkdlybuf4s50_1 (64), nand2_1 (55), mux2i_1 (39), nor2_1 (38), a21oi_1 (27)"
  n_sequential_cell: 0
  area_growth_pct: 20.5
worst_setup_path:
  crit_fanout: 44
  path_cells: "clkdlybuf4s50_1 > buf_4 > inv_1 > buf_4 > ha_1 > buf_4 > mux4_2 > mux2i_1 > mux2i_1 > a222oi_1 > nand2_1 > nor3_2 > a21boi_1 > o211a_1 > nor4_1 > clkdlybuf4s50_1"
  cpMostUsedCell: "buf_4"
  start_kind: "input pin"
  criticalPathCategory: "input pin to output pin"
  critPathCaptureType: "output pin"
  critPathTopFamily: "buffers and inverters"
  worstPathRequired_ps: 13600
  cp_num_buf_inv: 6
  crit_slowest_cell: "a222oi_1"
  slowest_delay_ps: 820
  critPathArrivalTime_ps: 9260
drt:
  wl_met1_um: 5500
  drc: 0
  wl_met2_um: 5530
  via_per_inst: 6.10
  drtIter0Drc: 270
  ant_nets: 0
  wl_met3_um: 779
  highest_layer: "met4"
  antennaDiodeCount: 0
  wirelength_um: 12000
  vias: 3903
  routedWlPerCell_um: 18.8
  firstDrtPassIters: 5
clock_tree:
  postCtsSetupRepairBufs: 0
  cts_resized: 0
  cts_hold_buf: 0
die:
  die_w_um: 108
  core_area_um2: 10900
  num_rows: 38
  dieArea_um2: 11700
  fp_util_pct: 31.0
  ioPinCount: 65
  die_height_um: 108
synth:
  yosys_area_um2: 3370
  synth_seq_share_pct: 0
  ys_types: 72
  synth-adder-area-share_pct: 1.48
  ys_cells: 466
  ys_sh_xor_pct: 3.97
  avgSynthCellArea_um2: 7.24
  logic_family: "multiplexers"
  ys_sh_simple_pct: 29.6
  postSynthCellCount: 466
  synth_area_um2: 3370
  yosys_warnings: 0
  aoi_share_pct: 27.3
  muxShareOfSynthArea_pct: 30.0
grt:
  antenna_found_initial: 0
  track_usage_pct: 21.2
  grt_pass1_wl_um: 19200
  grt_pass1_vias: 3537
  grt_max_degree: 55
  gr-total-overflow: 0
final_timing:
  clock.fmax_mhz: 79.0
  slew_violations: 0
  fin_crit_sh_pct: 74.5
  finalCriticalPeriod_ps: 12660
  tns_ps: 0
  rsz0062_at_grt: "false"
  relSlewSlack_pct: 41.9
  final_hold_viol_count: 0
  setup_viol: 0
  worst_pin_slew_ps: 872
  holdWs_ps: 8020
hold_path:
  holdCritPathClass: "input pin to output pin"
flow_run:
  maxCapViolCount: 0
  warning_count: 35
run_status:
  status: "finished, final reports clean"
power_and_ir_drop:
  ir_worst_vdd_mv: 0.0231
  powerDensity_nw_per_um2: 45.6
  p_leak_nw: 1.51
  power_mw: 0.186
placement:
  portBuffers: 64
  dp_cells: 640
  dp_hpwl_um: 9470
  gp_congestion: 0.959
worst min-delay path: cells and delay by family:
family,cells,cell delay (ps)
buf+inv,2,920
simple gates,2,300
Yosys cell counts, types with 8 or more instances:
cell / instances / share of area [%]
a21oi_1: 27 / 4.0
nor2_1: 38 / 4.2
buf_2: 8 / 1.2
nor3_1: 14 / 2.1
or3_1: 13 / 2.4
and2_1: 8 / 1.5
o21ai_0: 16 / 2.4
nand3_1: 13 / 1.9
mux2_2: 18 / 6.0
mux2i_1: 39 / 12
nand2_1: 55 / 6.1
clkbuf_1: 23 / 2.6
mux4_2: 15 / 10
inv_1: 12 / 1.3
nand4_1: 15 / 2.8
layer usage:
| layer | vias up | GRT usage, % |
|---|---|---|
| met3 | 18 | 2.88 |
| li1 | 1908 | - |
| met1 | 1838 | 30.4 |
| met2 | 139 | 34.6 |
| met5 | - | 0 |
| met4 | 0 | 3.23 |
layout make-up:
type | instances | area [µm²]
inverter | 12 | 45.0
fill | 1115 | 6820
multi-input combinational | 412 | 3120
timing repair buffer | 76 | 731
tap | 140 | 175
cell families (layout without fill, tap and decap cells):
logic type,count (synthesis),after routing
AOI/OAI and AO/OA,128,128
xor gates and xnor gates,11,11
adders and majority gates,4,4
buffers and inverters,54,88
muxes,76,76
and+or+nand+nor,193,193
final timing paths:
path	from	cells after the start	to	slack (ps)
hold / removal	x[30]	4	y[20]	8020
setup / recovery	x[23]	16	y[20]	4340
stage by stage:
step	cell area, µm²	utilization, %	setup WS, ps
floorplan	3370	-	6350
global placement	4070	37.3	4440
detailed placement	4070	37.3	4450
CTS	4070	37.3	4450
global route	4070	37.3	3980
finish	4070	37.3	4340
power by group:
part	switching (mW)	total, mW	internal [mW]
combinational	0.105	0.186	0.0801
sequential	0	0	0
clock	0	0	0
Power and IR drop assume default switching activity.
