==> run.sh <==
#!/bin/bash
# OpenROAD 26Q1-2900-gdf79404cd8, Yosys 0.63+post, stock flow scripts
make -C /OpenROAD-flow-scripts/flow DESIGN_CONFIG=/design/flow/config.mk WORK_HOME=/design/flow/orfs finish
==> config.mk <==
export PLATFORM = sky130hd
export DESIGN_NAME = fmul
export DESIGN_NICKNAME = fmul
export VERILOG_FILES = /design/flow/design.v
export SDC_FILE = /design/flow/constraint.sdc
export NUM_CORES = 4
export LEC_CHECK = 1
export CORE_UTILIZATION = 30
==> constraint.sdc <==
current_design fmul

set clk_period 17.6
set clk_io_pct 0.2

create_clock -name clk0 -period $clk_period [get_ports {clk}]

set non_clock_inputs [all_inputs -no_clocks]
set_input_delay [expr $clk_period * $clk_io_pct] -clock clk0 $non_clock_inputs
set_output_delay [expr $clk_period * $clk_io_pct] -clock clk0 [all_outputs]
==> design.v <==
module fmul (
    input wire [31:0] x1,
    input wire [31:0] x2,
    output wire [31:0] y,
    input wire clk );
    wire s1 = x1[31];
    wire s2 = x2[31];
    wire [7:0] e1 = x1[30:23];
    wire [7:0] e2 = x2[30:23];
    wire [22:0] m1 = x1[22:0];
    wire [22:0] m2 = x2[22:0];
    wire [23:0] m1_ext = {1'b1, m1};
    wire [23:0] m2_ext = {1'b1, m2};
    wire [17:0] m2_low = m2_ext[17:0];
    wire [5:0] m2_high = m2_ext[23:18];
    wire [8:0] emuled = {1'b0, e1} + {1'b0, e2};
    wire [8:0] emuled_plus1 = emuled + 9'b1;
    wire [8:0] emuled_biased_ext = emuled <= 9'd127 ? 9'd0 : emuled - 9'd127;
    wire [8:0] emuled_plus1_biased_ext =
        emuled_plus1 <= 9'd127 ? 9'd0 : emuled_plus1 - 9'd127;
    wire [7:0] emuled_biased = emuled_biased_ext[7:0];
    wire [7:0] emuled_plus1_biased = emuled_plus1_biased_ext[7:0];
    wire is_y_neg = s1 != s2;
    wire is_y_0 = e1 == 8'b0 || e2 == 8'b0;
    wire [47:0] mmuled = {mul_h, 18'b0} + {6'b0, mul_l};
    wire [48:0] mmuled_aligned =
        mmuled[47] ? {1'b0, mmuled} : {1'b0, mmuled << 1};
    wire least_bit = mmuled_aligned[24];
    wire guard_bit = mmuled_aligned[23];
    wire round_bit = mmuled_aligned[22];
    wire sticky_bit = |(mmuled_aligned[21:0]);
    wire if_round_up =
        (least_bit && guard_bit && ~round_bit && ~sticky_bit)
        || (guard_bit && ~round_bit && sticky_bit)
        || (guard_bit && round_bit);
    wire [24:0] mrounded =
        if_round_up ? mmuled_aligned[48:24] + 25'b1 : mmuled_aligned[48:24];
    wire carry = mmuled[47] || mrounded[24];
    wire [22:0] mlast = mrounded[24] ? 23'b0 : mrounded[22:0];
    wire [7:0] elast = carry ? emuled_plus1_biased_ : emuled_biased_;
    assign y[31] = is_y_neg_;
    assign y[30:0] = is_y_0_ ? 31'b0 : {elast, mlast};
    reg [29:0] mul_h;
    reg [41:0] mul_l;
    always @(posedge clk) begin
        mul_h <= $unsigned(m1_ext) * $unsigned(m2_high);
        mul_l <= $unsigned(m1_ext) * $unsigned(m2_low);
    end
    reg [7:0] emuled_biased_;
    reg [7:0] emuled_plus1_biased_;
    reg is_y_neg_;
    reg is_y_0_;
    always @(posedge clk) begin
        emuled_biased_ <= emuled_biased;
        emuled_plus1_biased_ <= emuled_plus1_biased;
        is_y_neg_ <= is_y_neg;
        is_y_0_ <= is_y_0;
    end
endmodule
==> flow_summary_export.csv <==
group,metric,value,unit
run_status,status,"finished clean",
yosys,syn_area_per_cell,8.52,um^2
floorplanning,die_h,279,um
min_path,whs_path_depth,2,
min_path,hold_path_startpoint,"x2[31]",
timing,setup_viol_count_final,0,
grt,grt_max_degree,33,
yosys,syn_area,0.0230,mm^2
place,placed_cells,3702,
route,routed_wl,56700,um
cts,clock_path_buffers,2,
route,dr.pass1.iters,6,
setup_path,cp-end-kind,"flip-flop",
route,wl_per_cell,15.2,um
layout,fillers,7900,
floorplanning,rows,101,
grt,grt_pass1_wl,95200,um
timing,maxSlewViolCount,0,
yosys,ys_types,66,
floorplanning,die_w,279,um
cts,cts_tree,"built",
cts,post_cts_buffers,0,
floorplanning,core-area,0.0758,mm^2
run,warnings,27,
timing,max_freq,98.5,MHz
place,place_congestion,0.901,
setup_path,worst_setup_path_start_kind,"input port",
grt,grt_pass1_vias,18252,
cts,cts_inserted_buffers,9,
yosys,ys_warn_count,1,
yosys,edf_count,0,
setup_path,cp_max_fo,24,
timing,period_needed,10.15,ns
layout,combGateArea,0.0187,mm^2
route,drt-vias-per-instance,4.66,
route,drt_iter0_drc,644,
place,portBuffers,96,
timing,finalWorstSetupSlack,7.45,ns
floorplanning,initial_core_util,0.303,
grt,antenna_found_initial,1,
timing,rsz0062_at_grt,"false",
min_path,holdPathEnd,"is_y_neg_",
cts,ctsHoldBuffers,0,
yosys,synthArstFlopShare,0,
place,hpwl,44000,um
floorplanning,io_pins,97,
cts,root_buffer,"clkbuf_16",
route,ant_nets,0,
route,vias,17332,
timing,fin_crit_sh,0.577,
grt,overflow,0,
layout,final_cell_mix,"inv_1 (546), fa_1 (443), nand2_1 (388)",
layout,fin_cells,3719,
cts,h-tree-depth,3,
layout,final_common_cell,"inv_1",
layout,drive_gt1_frac,0.0296,
yosys,ys_seq_frac,0.0785,
cts,cts.reportedPaths.clkPinSlew,0.07,ns
min_path,hp-class,"input port to flip-flop",
run,cap_violations,0,
grt,grtUsageTotal,0.160,
layout,synthToLayoutAreaGrowth,10.5,%
setup_path,required,17.90,ns
yosys,ys.flop_type,"dfxtp_1",
layout,seq_area,0.00180,mm^2
yosys,yosys_cells,2694,
timing,worst_slew_pin_slew,0.858,ns
route,drc,0,
timing,slew_headroom,0.413,
timing,finalHoldViolations,0,
timing,hold_ws,3.74,ns
cts,cts.sinks,90,
setup_path,cp.arrival,10.45,ns
yosys,synth_cells,2694,
place,place_ws,7.02,ns
yosys,synth_flops,90,
setup_path,path_class,"input port to flip-flop",
timing,setup_tns,0,ns
cts,cts_resized,0,
floorplanning,chipArea,0.0776,mm^2
yosys,yosys_area,0.0230,mm^2
[how the worst max path moves through the flow]
stage	from	endpoint	slack, ns
CTS	x1[14]	mul_l[41]	7.41
global route	x1[14]	mul_l[41]	6.96
finish	x1[14]	mul_l[41]	7.45
[metal layers]
| layer | vias up | global-route usage | part of all wire |
|---|---|---|---|
| met1 | 8365 | 0.228 | 0.46 |
| li1 | 8381 | - | - |
| met4 | 2 | 0.0241 | 0.018 |
| met2 | 519 | 0.247 | 0.44 |
| met3 | 65 | 0.0532 | 0.080 |
| met5 | - | 0.00438 | 0.00079 |
[cells by family (layout without fill, tap and decap cells)]
| group | Yosys count | in the layout | synth area share |
|---|---|---|---|
| AOI/OAI and AO/OA | 292 | 292 | 0.0848 |
| xor gates and xnor gates | 118 | 118 | 0.0450 |
| adders and majority gates | 631 | 631 | 0.489 |
| buffers and inverters | 660 | 706 | 0.109 |
| DFF | 90 | 90 | 0.0785 |
| muxes | 14 | 14 | 0.00610 |
| other | 0 | 1 | 0 |
| and+or+nand+nor | 889 | 889 | 0.188 |
[layout make-up]
type	instances	area share
clock inverter	7	0.00271
inverter	546	0.0808
clock buffer	9	0.00888
multi-input combinational	1944	0.736
tap	978	0.0483
antenna	1	0.0000987
timing repair buffer	144	0.0521
sequential	90	0.0711
[cell usage after synthesis (34+ instances only)]
cell | count | area (um^2)
and2_1 | 214 | 1340
clkbuf_1 | 106 | 398
fa_1 | 443 | 8870
inv_1 | 546 | 2050
ha_1 | 188 | 2350
nor2_1 | 95 | 357
a21oi_1 | 87 | 435
nand2_1 | 388 | 1460
xnor2_1 | 70 | 613
nor3_1 | 34 | 170
xor2_1 | 48 | 420
a21o_1 | 34 | 255
dfxtp_1 | 90 | 1800
[registers in the layout, summed over array words and instances (netlist names)]
register	flops
emuled_plus1_biased_	8
mul_h	30
mul_l	42
emuled_biased_	8
is_y_neg_	1
is_y_0_	1
[critical path, stage by stage]
cell and delay (ns):
clkdlybuf4s50_1 0.46, buf_4 0.36, nand2_1 0.14, fa_1 0.55, inv_1 0.06, fa_1 0.52
inv_1 0.05, fa_1 0.49, inv_1 0.05, fa_1 0.44, fa_1 0.51, inv_1 0.05
fa_1 0.47, inv_1 0.04, ha_1 0.32, a21o_1 0.20, a21o_1 0.17, a21oi_1 0.18
o21ai_0 0.14, a221o_1 0.38, a21oi_1 0.12, nand2_1 0.08, o41ai_1 0.58, o2111ai_1 0.21
a21oi_1 0.20, xnor2_1 0.13
[per-stage QoR]
stage	utilization	cell area (um^2)
global placement	0.331	25100
detailed placement	0.331	25100
global route	0.334	25400
CTS	0.334	25400
floorplan	-	23000
finish	0.334	25400
